===== ./run.sh =====
#!/bin/bash
# OpenROAD 26Q1-2900-gdf79404cd8, Yosys 0.63+post, stock flow scripts
make -C /OpenROAD-flow-scripts/flow DESIGN_CONFIG=/design/flow/config.mk WORK_HOME=/design/flow/orfs finish

===== ./design.v =====
module adder(ADDOut, DOut2, DOut1);
output [7:0]ADDOut;
input [7:0]DOut2; 
input [7:0]DOut1;
assign ADDOut = DOut2 + DOut1;
endmodule

===== ./config.mk =====
export PLATFORM = sky130hd
export DESIGN_NAME = adder
export DESIGN_NICKNAME = adder
export VERILOG_FILES = /design/flow/design.v
export SDC_FILE = /design/flow/constraint.sdc
export NUM_CORES = 4
export LEC_CHECK = 1
export CORE_AREA = 10 10 70 70
export DIE_AREA = 0 0 80 80

===== ./constraint.sdc =====
current_design adder

set clk_period 5.8
set clk_io_pct 0.2

create_clock -name clk0 -period $clk_period

set non_clock_inputs [all_inputs -no_clocks]
set_input_delay [expr $clk_period * $clk_io_pct] -clock clk0 $non_clock_inputs
set_output_delay [expr $clk_period * $clk_io_pct] -clock clk0 [all_outputs]

==> run summary <==
impl run done, here's what came out: gp weighted congestion=slightly below 0.7, total number of vias=between 300 and 400, dominant cells by area after synthesis=sky130_fd_sc_hd__ha_1, sky130_fd_sc_hd__a21oi_1, sky130_fd_sc_hd__o211ai_1, largest fanout on the critical path=3, result of the run=finished, final reports clean, ys cells=~42, number of filler instances in the final layout=~400, largest delay contributor family on the critical path=buffers and inverters, sequential share of the synthesized area=0%, initial antenna violation count=0, post-route antenna net violation count=0, mean post-synth cell area=7.89 µm², Layout Cell Area excl Fill=around 630 µm², number of pins with negative max-slew slack in the final report=0, final total power=between 60 and 70 µW, Worst Hold Class=input pin to output port, total number of sequential cells=0, DRT Pass-1 Iters=2, Post-DP Area=629 µm², maximum single-stage delay on the critical path=~0.51 ns, largest net degree at the start of global routing=7, HPWL Detailed=1.02 mm, Remaining Overflow, GRT=0, global routing usage on met1=roughly 4.4%, total wire length=~1.1 mm, accumulated negative setup slack=0 ns, Critical Path Most Common Cell=sky130_fd_sc_hd__clkdlybuf4s50_1, leakage power=between 0.2 and 0.25 nW, synthesized netlist cell count=approximately 42, Core Footprint=between 3000 and 4000 µm², setup repair after global routing missed its margin=false, cell breakdown of the critical path=clkdlybuf4s50_1 > ha_1 > inv_1 > fa_1 > nor2b_4 > o31a_1 > o311ai_1 > clkdlybuf4s50_1, layout cells sized above 1=roughly 1.5%, period utilization=between 70% and 80%, first-pass GRT wire length=between 1.5 and 2 mm, DRC=0, fraction of met3 tracks used by global routing=around 1.8%, via density per instance=3.45, count of endpoints failing setup in the final report=0, portion of synthesized cell area occupied by the leading cell type=a little over a quarter, Yosys chip area=332 µm², post-cts repair resize count=0, met2 Use GR=about 4.7%, gr usage total=under 10%, buffers plus inverters on the worst setup path=3, count of buffers inserted at the top-level ports=24, tool warning count=32, CP Data Required Time=4.64 ns, Die Height=~80 µm, Storage cell area=0 µm², Row Count=21, Yosys warnings=0, average wire per cell in the routed design=9.81 µm, Pwr per Cell Area=slightly below 100 nW/µm², reported max-cap violation count=0, timing-limited maximum frequency=between 0.2 and 0.25 GHz, arrival time of the worst setup path=roughly 3.2 ns, cell accounting for the most synthesized area=sky130_fd_sc_hd__ha_1, maximum resistive drop on vdd=about 0.000035 V, post-synthesis instance area=roughly 330 µm², category of the most critical setup path=input pin to output port, hold wc startpoint=DOut1[0], busiest grt layer=met2, count of antenna diodes in the layout=0, Layout clock buffers=0, violation count after the first detailed-routing iteration=4, setup repair bufs after CTS=0, Critical path origin=DOut2[0], category of the worst setup path launch point=input pin, final hold violations=0, vias in the first global route=~390, critical path capture point type=output port, Boundary Pins=24, distinct cell type count of the synthesized netlist=23, width of the die=around 80 µm, tightest slew margin relative to the limit=approximately two thirds, floorplan die area=between 6000 and 7000 µm², transition at the pin with the smallest max-transition slack=0.476 ns, floorplan-stage core utilization=about a tenth, Post-CTS Hold Fix Bufs=0, clock period minus final worst setup slack=roughly 4.4 ns, master of the slowest instance on the critical path=sky130_fd_sc_hd__clkdlybuf4s50_1, synth-to-layout area growth=89.8%, worst-case hold slack=around 3.3 ns
routing by layer:
metal | part of all wire (%) | vias to the layer above
met4 | 0 | 0
met2 | 38 | 16
met5 | 0 | -
li1 | - | 208
met3 | 16 | 0
met1 | 45 | 162
final timing paths:
check | endpoint | slack [ns] | cells after the start
max | ADDOut[6] | 1.42 | 8
min | ADDOut[0] | 3.34 | 3
cell type report:
type | count | area, µm² | share of cell area (%)
multi-input combinational | 37 | 313 | 49.7
timing repair buffer | 24 | 240 | 38.2
tap | 46 | 57.6 | 9.15
inverter | 5 | 18.8 | 2.98
synth_stat cells, types with 2 or more instances:
cell type                  number
sky130_fd_sc_hd__a21oi_1        5
sky130_fd_sc_hd__xnor2_1        2
sky130_fd_sc_hd__ha_1           7
sky130_fd_sc_hd__inv_1          5
sky130_fd_sc_hd__o211ai_1       3
sky130_fd_sc_hd__xor2_1         2
sky130_fd_sc_hd__o21ai_0        2
logic make-up after synthesis:
group,after synthesis,share of synthesized area [%]
buffers and inverters,5,5.66
AND/OR/NAND/NOR,7,14.0
AND-OR/OR-AND,18,37.4
adder cells (fa/ha/maj),8,32.5
XOR/XNOR,4,10.6
cell usage in the layout (no fill, tap or decap), types with 2 or more instances in the layout:
master | Yosys | final
sky130_fd_sc_hd__o21ai_0 | 2 | 2
sky130_fd_sc_hd__xor2_1 | 2 | 2
sky130_fd_sc_hd__o211ai_1 | 3 | 3
sky130_fd_sc_hd__inv_1 | 5 | 5
sky130_fd_sc_hd__ha_1 | 7 | 7
sky130_fd_sc_hd__a21oi_1 | 5 | 5
sky130_fd_sc_hd__clkdlybuf4s50_1 | 0 | 24
sky130_fd_sc_hd__xnor2_1 | 2 | 2
report_power, final:
part / leakage, nW / switching, mW / internal [mW]
clock network: 0 / 0 / 0
registers: 0 / 0 / 0
logic: 0.242 / 0.0213 / 0.0401
stage by stage:
step,std cells,setup slack (ns),utilization [%]
3_5_place_dp,112,1.40,18.4
5_1_grt,112,1.21,18.4
4_1_cts,112,1.40,18.4
3_3_place_gp,112,1.42,18.4
6_report,112,1.42,18.4
2_1_floorplan,42,2.50,-
No activity file was given, so power comes from the tool's default toggle rates.
