==> flow/design.v <==
module memoryB(DOutB, AddrB, WEB, DataInB, clock);
output [7:0]DOutB;
input [1:0]AddrB;
input WEB;
input [7:0]DataInB;
input clock;
reg [7:0]memB[0:3];
reg [7:0]DOutB;
always @ (posedge clock)
begin
    if(WEB)
    begin
        memB[AddrB] <= DataInB;
    end
    else
    begin
        DOutB <= memB[AddrB];
    end
end
endmodule
==> flow/run.sh <==
#!/bin/bash
# OpenROAD 26Q1-2900-gdf79404cd8, Yosys 0.63+post, stock flow scripts
make -C /OpenROAD-flow-scripts/flow DESIGN_CONFIG=/design/flow/config.mk WORK_HOME=/design/flow/orfs finish
==> flow/config.mk <==
export PLATFORM = sky130hd
export DESIGN_NAME = memoryB
export DESIGN_NICKNAME = memoryB
export VERILOG_FILES = /design/flow/design.v
export SDC_FILE = /design/flow/constraint.sdc
export NUM_CORES = 4
export LEC_CHECK = 1
export CORE_AREA = 10 10 104 104
export DIE_AREA = 0 0 114 114
==> flow/constraint.sdc <==
current_design memoryB

set clk_period 1.6
set clk_io_pct 0.2

create_clock -name clk0 -period $clk_period [get_ports {clock}]

set non_clock_inputs [all_inputs -no_clocks]
set_input_delay [expr $clk_period * $clk_io_pct] -clock clk0 $non_clock_inputs
set_output_delay [expr $clk_period * $clk_io_pct] -clock clk0 [all_outputs]
==> run notes <==
fresh numbers from the pnr run: max cap viols 0, first-pass GRT wire length 3640 um, fill count between 900 and 1,000, Total Power 1.93 mW, CTS buffer count 5, setup bufs post-CTS 0, R2R setup slack ~0.48 ns, via count 625, Area leader share 0.832, H-tree depth 2, Core ar. about 8700 um^2, worst hold slack between 0.6 and 0.7 ns, port bufs 19, clock root cell clkbuf_8, wire length per cell 13.2 um, Slowest-stage cell, CP mux4_1, hold depth 1, # setup viols final 0, Bufs on Longest Clock Path 2, layout cell share with drive strength beyond 1 0.232, top achievable clock speed ~660 MHz, GRT Residual Overflow 0, Worst R2R Start memB[2][0], DR pass1 iterations 3, Clock transition at path regs 0.06 ns, VDD IR max around 0.00027 V, CP cell instances clkdlybuf4s50_1 > buf_12 > mux4_1, TritonCTS clock tree yes, final non-filler cell area 1870 um^2, syn_area_per_cell roughly 26 um^2, Flop area around 1200 um^2, placed inst area 1800 um^2, largest net degree at the start of global routing 13, clk ins delay skew pair roughly 0.28 ns, Post-CTS Resized 0, Netlist Area Pre-Place between 1000 and 1500 um^2, Crit path required time ~1.6 ns, vias in the first global route between 700 and 800, tally of OpenROAD warnings 25, TNS Setup 0 ns, crit path DAT 1.53 ns, Post-DP HPWL between 1500 and 2000 um, Hold Path Class reg2reg, number of synthesis warnings 1, dominant cell type by area after synthesis edfxtp_1, number of clock sinks 40, cycle use final 0.941, most instantiated logic cells after routing edfxtp_1, clkdlybuf4s50_1, mux4_2, crit-path max cell delay between 0.5 and 0.6 ns, n_diodes 0, FF-to-FF End DOutB[0], synthesized netlist cell count 55, 1st-iter DRT viols 34, Hold Crit Endpoint DOutB[7], cell area power density a little over 1000 nW/um^2, Die Width around 110 um, status completed, CP Launch Type primary input, chip area ~13,000 um^2, Init Core Util 0.166, Yosys Chip Area between 1000 and 1500 um^2, Reg2Reg Depth 1, via/cell ratio between 3 and 4, fin cells roughly 190, buffers and inverters on the worst path 2, Top-Level Pins 20, Final min period 1.51 ns, Setup crit end kind flip-flop, ANT nets after route 0, Pleak just under 0.6 nW, CP Class in2reg, worst-path fanout max 12, unrepaired setup endpoints after global routing false, worst slack, placed -0.207 ns, hold wc startpoint memB[0][7], MI comb area around 220 um^2, sum of routed wire length over all layers 2500 um, biggest area cells edfxtp_1, mux4_2, mux4_1, DRC 0, clock skew approximately 0.00058 ns, Cell Type Count 9, dominant logic cell type in the layout edfxtp_1, placed insts between 150 and 200, slew margin rel. 0.767, hold-fix buffer count after cts 0, Synth Register Bits 40, row cnt 34, Final Max Tran Viols 0, Synth Seq Share 0.832, post-route setup slack between 0.09 and 0.1 ns, Tot GR Track Use 0.0380, hold violation total from the final report 0, delay-heaviest family, CP buffers and inverters, fin util 0.216, worst slew pin tran approximately 0.35 ns, routability cong. 0.693, initial antenna violation count 0, yosys stat cell total about 55, DIE HEIGHT about 110 um, Syn-to-layout area delta 29.6%
[Yosys cell counts (all sizes together)]
cell type	number
edfxtp	40
nor3b	1
and3	1
buf	2
and3b	2
mux4	8
inv	1
[metal layers]
layer	part of all wire	wire length, um	track usage
met3	0.11	280	0.0266
met1	0.39	963	0.0392
met2	0.49	1220	0.0607
met5	0	0	0
met4	0.016	40	0.0109
[report_power, final]
| group | internal (mW) | switching [mW] | leakage, nW |
|---|---|---|---|
| registers | 1.22 | 0.0136 | 0.372 |
| logic | 0.0901 | 0.0508 | 0.188 |
| clock network | 0.280 | 0.280 | 0.0359 |
| total | 1.59 | 0.345 | 0.596 |
[worst max path at each step]
stage / endpoint / from / cells after the start
after CTS: DOutB[7] / AddrB[0] / 3
after global routing: DOutB[0] / AddrB[0] / 3
final: DOutB[7] / AddrB[0] / 3
[state kept, by name (all words and copies together) (netlist names)]
signal	cells
DOutB	8
memB	32
[final cells by class]
cell class,count,share of cell area
clock buffer,5,0.0368
tap,108,0.0722
inverter,1,0.00201
timing repair buffer,24,0.128
multi-input combinational,12,0.119
sequential,40,0.642
[cells by family (layout without fill, tap and decap cells)]
group                  Yosys count  count (layout)  share of synthesized area
multiplexers                     8               8                      0.130
flip-flops                      40              40                      0.832
buffers and inverters            3              30                     0.0139
AND/OR/NAND/NOR                  4               4                     0.0243
Power figures rest on the tool's default switching activity, not on a simulated workload.
