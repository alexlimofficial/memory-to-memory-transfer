`/design/flow/design.v`:
```
module memoryA(DOut1, AddrA, WEA, DataInA, clock);
output [7:0]DOut1;
input [2:0]AddrA;
input WEA;
input [7:0]DataInA;
input clock;
reg [7:0]memA[0:7];
reg [7:0]DOut1;
always @ (posedge clock)
begin
    if(WEA)
    begin
        memA[AddrA] <= DataInA;
    end
    else
    begin
        DOut1 <= memA[AddrA];
    end
end
endmodule
```
`/design/flow/run.sh`:
```
#!/bin/bash
# OpenROAD 26Q1-2900-gdf79404cd8, Yosys 0.63+post, stock flow scripts
make -C /OpenROAD-flow-scripts/flow DESIGN_CONFIG=/design/flow/config.mk WORK_HOME=/design/flow/orfs finish
```
`/design/flow/config.mk`:
```
export PLATFORM = sky130hd
export DESIGN_NAME = memoryA
export DESIGN_NICKNAME = memoryA
export VERILOG_FILES = /design/flow/design.v
export SDC_FILE = /design/flow/constraint.sdc
export NUM_CORES = 4
export LEC_CHECK = 1
export CORE_UTILIZATION = 30
```
`/design/flow/constraint.sdc`:
```
current_design memoryA

set clk_period 1.9
set clk_io_pct 0.2

create_clock -name clk0 -period $clk_period [get_ports {clock}]

set non_clock_inputs [all_inputs -no_clocks]
set_input_delay [expr $clk_period * $clk_io_pct] -clock clk0 $non_clock_inputs
set_output_delay [expr $clk_period * $clk_io_pct] -clock clk0 [all_outputs]
```
==> results_slide.txt <==
Run Summary

Run status
  • Status: finished, final reports clean

Worst setup path
  • Family with the most delay on the worst path: multiplexers
  • CP max stage delay: 540 ps
  • Launching point of the worst reg2reg path: memA[7][3]
  • Critical Path Source Type: primary input
  • Largest fanout on the critical path: 14
  • Critical Path, Cell by Cell: clkdlybuf4s50_1 > buf_12 > mux4_1 > mux2_2
  • Cell type of the slowest stage on the worst timing path: mux4_1
  • WP buf/inv: 2
  • Setup crit start: AddrA[0]
  • Worst path arrival time: 1870 ps
  • Cell count along the critical path: 4
  • Crit path to: DOut1[0]
  • Element type at the critical path end: flip-flop
  • FF-to-FF setup slack: 500 ps
  • Depth of the worst register-to-register path: 3
  • Required time reported for the critical path endpoint: 2010 ps
  • Destination of the worst register-to-register timing path: DOut1[3]
  • Startpoint-to-endpoint class of the critical path: in2reg

Final timing
  • Setup repair after global routing missed its margin: false
  • Peak clock frequency supported by timing: 567 MHz
  • Setup slack after layout: 136 ps
  • Max-slew violations: 0
  • Final critical-path required period: 1760 ps
  • Worst Hold Margin: 589 ps
  • Final cycle utilization of the critical path: 92.8%
  • Pin slew with the least headroom to its limit: 314 ps
  • Setup-failing EPs final: 0
  • Clock Skews: 5.71 ps
  • Relative slew slack: 78.9%
  • Final setup TNS: 0 ps
  • Final hold violation count: 0

Power
  • Part of the total power dissipated in sequential elements: 59.0%
  • Power Dens Cells: 885 mW/mm²
  • Combinational power share: 7.5%
  • Fraction of power spent switching nets: 21.9%
  • Leakage power total: 1.23 nW
  • Power Total: 3.09 mW
  • Power Internal: 2.41 mW
  • Switching power summed over all nets: 677 µW
  • IR drop worst, VDD: 0.000296 V
  • Part of the total power dissipated in the clock network: 33.5%

GRT
  • Global routing usage on met3: 3.97%
  • Most heavily used metal layer in global routing: met2
  • Overflow after GRT: 0
  • Gr usage total: 11.4%
  • M1 GR Usage: 16.2%
  • First-pass GRT wire length: 7750 µm
  • Global Route met2 Usage: 17.7%
  • Antenna violations before repair: 0
  • Maximum number of pins on one net before global-route repair: 17
  • Number of global-route vias before repair: 1424

Clocking
  • Number of gates given a new drive strength after cts: 0
  • Master cell of the clock root buffer: clkbuf_8
  • H-tree depth reported by CTS: 3
  • Number of setup buffers added after CTS: 0
  • Num Clock Sinks: 72
  • Clock-pin slew of the registers on the worst-case setup and hold paths: 70 ps
  • Maximum clock insertion buffer count: 2
  • Number of buffers added by the clock tree synthesis step: 9
  • Insertion Delay late pin: 350 ps
  • Hold-fix buffer count after cts: 0
  • Clock tree from TritonCTS: yes

Logic synthesis
  • Synth warn: 1
  • Post-Syn Instances: 141
  • Post-synth top area cell: edfxtp_1
  • Commonest cells post-synth: edfxtp_1, mux2i_1, mux4_1, nor2_1
  • Most numerous cell in the Yosys netlist: edfxtp_1
  • Proportion of synthesized flip-flops having asynchronous set or reset: 0%
  • Distinct lib cells used: 24
  • Ranking of synthesized cells by area: edfxtp_1, mux4_1, mux2i_1, mux2_2, nor2_1
  • Share of the synthesized area in the top cell type: 77.2%
  • Post-synthesis instance area: 0.00280 mm²
  • Share of the yosys chip area belonging to registers: 77.2%
  • Synth flops: 72
  • Post-synthesis chip area from yosys: 0.00280 mm²
  • Dominant Register Cell: edfxtp_1
  • Per-instance average area after synthesis: 19.9 µm²
  • Number of synthesized flops with an enable pin: 72
  • Number of cells in Yosys stat: 141

Placed design
  • Half-perimeter wire length after detailed placement: 3440 µm
  • Post-placement cell area: 0.00332 mm²
  • Worst setup timing slack at the placement stage: -247 ps
  • Placer's final routability congestion estimate: 0.759
  • Number of placed instances with taps included: 288
  • Buffers added on ports: 20

Detailed routing
  • Via-to-Cell Ratio: 4.59
  • Drt total wl: 4940 µm
  • Antenna cells: 0
  • First-pass iteration count of the detailed router: 4
  • Residual antenna-violating net count after detailed routing: 0
  • Routed wire length per instance: 16.2 µm
  • Violation count after the first detailed-route iteration: 50
  • Post-detailed-route DRC marker count: 0
  • Via total after detailed routing: 1395

Die
  • Top-level I/O count: 21
  • Placeable core area: 0.00889 mm²
  • Chip height: 98.6 µm
  • Core Density at Floorplan: 31.5%
  • Width of the chip: 98.6 µm
  • Area of the chip: 0.00973 mm²
  • Number of placement rows: 34

Final layout
  • Final cell utilization of the core: 39.3%
  • Layout cells sized above 1: 23.5%
  • Fillers: 794
  • Cell area after layout: 0.00349 mm²
  • Non-filler instance count after layout: 304
  • Growth of design area from synthesis to finish: 24.7%

Job
  • Total number of warnings across the stage logs: 25
  • Max Cap Violations: 0

Hold path
  • Path class of the lowest-slack min-delay path: reg2reg
cell families (layout without fill, tap and decap cells):
family                 count (synthesis)  after routing  share of synthesized area (%)
AND-OR/OR-AND                         15             15                           4.02
buffers and inverters                 10             65                           2.14
flip-flops                            72             72                           77.2
multiplexers                          23             23                           13.1
AND/OR/NAND/NOR                       21             21                           3.57
power by group through the flow:
| stage | clock network [mW] | registers (mW) | logic (mW) |
|---|---|---|---|
| after CTS | 1.06 | 1.83 | 0.236 |
| after global routing | 1.12 | 1.83 | 0.253 |
| final | 1.03 | 1.83 | 0.232 |
how the worst min path moves through the flow:
stage / start / cells after the start / end / slack [ps]
6_report: memA[0][1] / 1 / DOut1[1] / 590
5_1_grt: memA[0][1] / 1 / DOut1[1] / 620
4_1_cts: memA[0][1] / 1 / DOut1[1] / 600
per-layer routing:
layer	vias up	share of wire (%)
li1	676	-
met1	668	43
met2	37	48
met3	14	5.8
met4	0	3.8
met5	-	0
cell usage in the layout, fill, tap and decap left out:
cell type,instances
mux2i_1,10
mux4_1,8
clkinv_2,3
clkbuf_8,9
nand3b_1,2
and2_1,1
clkinv_4,3
nand2_1,4
edfxtp_1,72
a211oi_1,2
buf_4,23
o22ai_1,4
clkdlybuf4s50_1,20
clkinvlp_4,1
o2bb2ai_1,1
buf_12,3
mux2_1,1
a211o_1,2
nor3_1,3
a21boi_0,1
inv_1,3
a311o_1,2
nand2b_1,3
a22o_1,1
mux2_2,4
nor2_1,8
a21oi_1,2
registers in the layout, indices dropped and copies added (netlist names):
signal	flops
memA	64
DOut1	8
area by class of cell:
class | instances | area, µm² | share of cell area (%)
clock inverters | 7 | 48.8 | 1.40
flip-flops and latches | 72 | 2160 | 61.9
multi-input cells | 59 | 579 | 16.6
clock buffers | 9 | 124 | 3.55
inverters | 3 | 11.3 | 0.322
well taps | 108 | 135 | 3.87
repair buffers | 46 | 433 | 12.4
Power and IR drop assume default switching activity.
